===== run.sh =====
#!/bin/bash
# OpenROAD 26Q1-2900-gdf79404cd8, Yosys 0.63+post, stock flow scripts
make -C /OpenROAD-flow-scripts/flow DESIGN_CONFIG=/design/flow/config.mk WORK_HOME=/design/flow/orfs finish

===== config.mk =====
export PLATFORM = sky130hd
export DESIGN_NAME = cfa
export DESIGN_NICKNAME = cfa
export VERILOG_FILES = /design/flow/design.v
export SDC_FILE = /design/flow/constraint.sdc
export NUM_CORES = 4
export LEC_CHECK = 1
export CORE_UTILIZATION = 40

===== constraint.sdc =====
current_design cfa

set clk_period 5.0
set clk_io_pct 0.2

create_clock -name clk0 -period $clk_period [get_ports {clk}]

set non_clock_inputs [all_inputs -no_clocks]
set_input_delay [expr $clk_period * $clk_io_pct] -clock clk0 $non_clock_inputs
set_output_delay [expr $clk_period * $clk_io_pct] -clock clk0 [all_outputs]

===== design.v =====
module cfa(
	input			clk,
	input			reset_n,
	input			bayer_format,
	input	[2:0]	i_video_syn,
	input	[7:0]	i_data_r0,
	input	[7:0]	i_data_r1,
	input	[7:0]	i_data_r2,
	output	[2:0]	o_video_syn,
	output	[23:0]	o_rgb_data
);
reg		[7:0]		r1_1,r1_2,r1_3;
reg		[7:0]		r2_1,r2_2,r2_3;
reg		[7:0]		r3_1,r3_2,r3_3;
always @(posedge clk or negedge reset_n)
	if(~reset_n)
		{r1_1,r1_2,r1_3}	<=	0;
	else
		{r1_1,r1_2,r1_3}	<=	{r1_2,r1_3,i_data_r0	};
always @(posedge clk or negedge reset_n)
	if(~reset_n)
		{r2_1,r2_2,r2_3}	<=	0;
	else
		{r2_1,r2_2,r2_3}	<=	{r2_2,r2_3,i_data_r1	};
always @(posedge clk or negedge reset_n)
	if(~reset_n)
		{r3_1,r3_2,r3_3}	<=	0;
	else
		{r3_1,r3_2,r3_3}	<=	{r3_2,r3_3,i_data_r2	};
reg					odd_pixel,odd_line;
reg		[3:0]		syn_v,syn_h,syn_d;
always @(posedge clk or negedge reset_n)
	if(~reset_n) begin
		syn_v	<=	0;
		syn_h	<=	0;
		syn_d	<=	0;
	end else begin
		syn_v	<=	{syn_v[3:0],	i_video_syn[2]};
		syn_d	<=	{syn_d[3:0],	i_video_syn[1]};
		syn_h	<=	{syn_h[3:0],	i_video_syn[0]};
	end
wire	syn_d_neg	=	(syn_d[2:1]	==	2'b10);
wire	syn_v_neg	=	(syn_d[2:1]	==	2'b10);
wire	syn_d_pos	=	(syn_d[2:1]	==	2'b01);
always @(posedge clk or negedge reset_n)
	if(~reset_n)
		odd_line	<=	1'b0;
	else if(syn_v[0]	)
		odd_line	<=	1'b1;
	else if(syn_d_neg	)
		odd_line	<=	~odd_line;
always @(posedge  clk or negedge reset_n)
	if(~reset_n)
		odd_pixel	<=	1'b0;
	else if(syn_d_pos)
		odd_pixel	<=	~bayer_format;
	else if(syn_d[2])
		odd_pixel	<=	~odd_pixel;
reg		[7:0]		r0,g0,b0;
wire	[9:0]		ss_sum_ff_0	=	r1_1 +r1_3 +r3_1+r3_3;
wire	[9:0]		ss_sum_ff_1 =	r2_1 +r2_3 +r1_2+r3_2;
wire	[8:0]		ss_sum_fg_0	=	r2_1	+	r2_3;
wire	[8:0]		ss_sum_fg_1	=	r1_2	+	r3_2;
always @(posedge clk)
	case({odd_line,odd_pixel})
		2'b11:begin
				r0		<=	r2_2;
				g0		<=	ss_sum_ff_1	>>	2;
				b0		<=	ss_sum_ff_0	>>	2;
			end
		2'b10:begin
				r0		<=	ss_sum_fg_0	>>	1;
				g0		<=	r2_2;
				b0		<=	ss_sum_fg_1	>>	1;		
			end
		2'b00:begin
				r0		<=	ss_sum_ff_0	>>	2;
				g0		<=	ss_sum_ff_1	>>	2;
				b0		<=	r2_2;
			end
		2'b01:begin
				r0		<=	ss_sum_fg_1	>>	1;
				g0		<=	r2_2;
				b0		<=	ss_sum_fg_0	>>	1;	
			end
	endcase
assign		o_video_syn		=	{syn_v[3],		syn_d[3],		syn_h[3]	};
assign		o_rgb_data		=	{r0,	g0,		b0							};
endmodule

==> qor.yml <==
cts:
  hold_buffers: 0
  numClockSinks: 110
  post_cts_resized: 0
  clk_path_buf_depth: 2
  cts_setup_buffers: 0
  htreeDepth: 3
  cts_root_buffer: "clkbuf_16"
  cts_buffers: 9
  cts_tree: "done"
  clk_pin_slew_worst_paths_ps: 80
  clock_latency_ps: 360
critical_path:
  cp_max_fo: 3
  startpoint_type: "register"
  worstPathRequired_ps: 5260
  critPathKind: "reg -> reg"
  worstPathArrival_ps: 3680
  end_kind: "register"
detailed_routing:
  wl_per_cell_um: 15.25
  drc: 0
  drtIter0Drc: 188
  first_pass_iters: 6
  antenna_cells: 0
  vias: 3840
  via_per_inst: 5.093
  wl_mm: 11.50
  ant_nets: 0
grt:
  overflow: 0
  grt_pass1_wl_mm: 19.04
  antenna_found_initial: 0
  grt_pass1_vias: 3709
  grt_max_degree: 52
  grt_use_total_pct: 17.80
logic_synthesis:
  ys_sh_adder_pct: 19.06
  yosys.area_share.xor_xnor_pct: 2.162
  synth_cell_type_count: 63
  ys.flops: 110
  synth-edff-count: 0
  synth-async-reset-ratio_pct: 78.18
  yosysChipArea_sq_um: 5672
  simple_gate_share_pct: 7.920
  synth_stat.cells: 520
  ys_warn_count: 1
  mux_area_share_pct: 1.257
  synth_seq_share_pct: 46.42
  synth.cellmix.compoundShare_pct: 15.77
  syn_avg_cell_area_sq_um: 10.91
  synthCells: 520
  synthesis.area_sq_um: 5672
  logic_family: "adder cells"
  synthFlopType: "dfrtp_1"
sta:
  fin_crit_sh_pct: 68.50
  finalSetupViolations: 0
  clock.fmax_mhz: 292.0
  setup-tns-final_ps: 0
  hold_viol_final: 0
  maxSlewHeadroom_pct: 44.48
  slew_violations: 0
  finalClockSkew_ps: 10.59
  worst_slack_ps: 1575
  worst_slew_pin_slew_ps: 832.7
  rsz0062_at_grt: "no"
  finalCriticalPeriod_ps: 3425
floorplanning:
  pin_count: 57
  chipArea_sq_um: 14660
  die_h_um: 121.1
  die_x_um: 121.1
  fp_util_pct: 40.86
  placementRows: 43
  coreArea_sq_um: 13880
place:
  preCtsSetupSlack_ps: 1623
  portBuffers: 56
  gp_congestion: 0.9040
  hpwl_mm: 8.689
worst_hold_path:
  hold_class: "reg -> reg"
run:
  tool_warnings: 28
  maxCapViolCount: 0
cells_and_area:
  final_cell_mix: "inv_1 (87), dfrtp_1 (86), clkdlybuf4s50_1 (55)"
  fillers: 1272
  layout-drive-gt1-share_pct: 4.878
  area_delta_synth_final_pct: 17.94
  lay_top_count: "inv_1"
run_status:
  status: "finished clean"
power:
  total_power_uw: 2653
  powerDensity_nw_per_um2: 396.7
  leakage_uw: 0.003066
  vdd_drop_max_v: 0.0001763
routing by layer:
| metal | track usage, % | vias to the layer above | share of wire [%] |
|---|---|---|---|
| met5 | 0 | - | 0 |
| met3 | 3.983 | 13 | 5.2 |
| li1 | - | 1872 | - |
| met2 | 27.64 | 93 | 47 |
| met1 | 27.34 | 1862 | 46 |
| met4 | 2.469 | 0 | 1.7 |
layout make-up:
class                           instances  area, sq um  area share, %
Sequential cell                       110         2633          39.36
Multi-Input combinational cell        303         2619          39.15
Timing Repair Buffer                   57        565.5          8.455
Inverter                               88        330.3          4.938
Clock buffer                            9        225.2          3.367
Tap cell                              180        225.2          3.367
Clock inverter                          7        91.34          1.366
cell usage after synthesis, types with 3 or more instances:
| cell type | count | area share [%] |
|---|---|---|
| clkbuf_1 | 13 | 0.86 |
| o21bai_1 | 3 | 0.40 |
| o21a_1 | 4 | 0.53 |
| or2_2 | 4 | 0.44 |
| and3_1 | 3 | 0.33 |
| nor4_1 | 6 | 0.66 |
| nand2_1 | 24 | 1.6 |
| nand3_1 | 3 | 0.26 |
| o21ai_0 | 25 | 2.2 |
| o31a_1 | 4 | 0.62 |
| xor2_1 | 6 | 0.93 |
| nor2b_1 | 4 | 0.44 |
| a21o_1 | 8 | 1.1 |
| nand2b_1 | 6 | 0.66 |
| a31oi_1 | 4 | 0.44 |
| dfrtp_1 | 86 | 38 |
| o211ai_1 | 3 | 0.40 |
| a222oi_1 | 7 | 1.2 |
| nor2_1 | 17 | 1.1 |
| a211oi_1 | 4 | 0.53 |
| xnor2_1 | 8 | 1.2 |
| o31ai_1 | 8 | 1.1 |
| inv_1 | 87 | 5.8 |
| buf_4 | 3 | 0.40 |
| mux2i_1 | 6 | 1.1 |
| nor3_1 | 7 | 0.62 |
| a21oi_1 | 30 | 2.6 |
| dfxtp_1 | 24 | 8.5 |
| fa_1 | 34 | 12 |
| ha_1 | 32 | 7.1 |
| or3_1 | 4 | 0.44 |
metrics by stage:
| step | utilization (%) | instance area (sq um) | hold WS [ps] | instances |
|---|---|---|---|---|
| 2_1_floorplan | - | 5672 | 331.2 | 520 |
| 3_3_place_gp | 45.91 | 6372 | 333.0 | 738 |
| 3_5_place_dp | 45.91 | 6372 | 334.7 | 738 |
| 4_1_cts | 48.19 | 6689 | 354.6 | 754 |
| 5_1_grt | 48.19 | 6689 | 364.1 | 754 |
| 6_report | 48.19 | 6689 | 352.7 | 754 |
power breakdown:
group / total (uW) / switching, uW / internal (uW)
sequential: 1060 / 52.0 / 1000
combinational: 865 / 421 / 444
clock: 732 / 369 / 363
total: 2650 / 842 / 1810
worst paths after layout:
path | from | endpoint | slack (ps) | cells after the start
hold reg to reg | syn_h[1] | syn_h[2] | 350 | 0
setup reg to reg | r1_3[2] | r0[7] | 1580 | 10
hold / removal | syn_h[1] | syn_h[2] | 350 | 0
min in group asynchronous | reset_n | r3_2[1] | 600 | 1
setup / recovery | r1_3[2] | r0[7] | 1580 | 10
max in group asynchronous | reset_n | r3_1[1] | 3400 | 2
registers in the layout, indices dropped and copies added, names as in the netlist, 8 cells and up:
signal	cells
r3_3	8
r1_1	8
r1_3	8
r2_1	8
r3_1	8
r3_2	8
r2_2	8
r0	8
r2_3	8
r1_2	8
g0	8
b0	8
kinds of logic (layout without fill, tap and decap cells):
| family | Yosys count | count (layout) |
|---|---|---|
| AND-OR/OR-AND | 128 | 128 |
| XOR/XNOR | 14 | 14 |
| adder cells (fa/ha/maj) | 66 | 66 |
| buffers and inverters | 107 | 161 |
| flip-flops | 110 | 110 |
| multiplexers | 7 | 7 |
| AND/OR/NAND/NOR | 88 | 88 |
critical path, cell delays in order, from the launching register on:
cell,delay (ps)
dfrtp_1,400
inv_1,80
fa_1,440
fa_1,530
inv_1,80
fa_1,490
a211oi_1,260
o21bai_1,190
a2111oi_2,440
o31ai_1,130
o31a_1,280
No activity file was given, so power comes from the tool's default toggle rates.
